### design/flow/run.sh
#!/bin/bash
# OpenROAD 26Q1-2900-gdf79404cd8, Yosys 0.63+post, stock flow scripts
make -C /OpenROAD-flow-scripts/flow DESIGN_CONFIG=/design/flow/config.mk WORK_HOME=/design/flow/orfs finish
### design/flow/config.mk
export PLATFORM = sky130hd
export DESIGN_NAME = modular_adder
export DESIGN_NICKNAME = modular_adder
export VERILOG_FILES = /design/flow/design.v
export SDC_FILE = /design/flow/constraint.sdc
export NUM_CORES = 4
export LEC_CHECK = 1
export CORE_AREA = 10 10 271 271
export DIE_AREA = 0 0 281 281
### design/flow/constraint.sdc
current_design modular_adder

set clk_period 64.2
set clk_io_pct 0.2

create_clock -name clk0 -period $clk_period

set non_clock_inputs [all_inputs -no_clocks]
set_input_delay [expr $clk_period * $clk_io_pct] -clock clk0 $non_clock_inputs
set_output_delay [expr $clk_period * $clk_io_pct] -clock clk0 [all_outputs]
### design/flow/design.v
module modular_adder #(parameter n = 231) (clk, reset, A, B,S);
  input [n-1: 0] A, B;
  input clk, reset;
  output reg [n-1:0] S;
  always @ (A or B) begin
    S = A + B;
  end
endmodule  
==> run summary <==
flow finished, numbers: WL/cell=26.6 um, Synth top cells by count=412 x a21oi_1, 362 x nand2_1, 295 x nor2_1, 238 x o21ai_0, 230 x ha_1, sequential area share after synthesis=0, OpenROAD warning count=34, leakage=9.54 nW, placement row count=95, setup TNS=0 ns, final core occ=0.372, CP endpoint kind=output pin, RePlAce Congestion=1.07, core area=67,400 um^2, Hold Path End=S[0], delay-heaviest family, CP=AND-OR/OR-AND gates, Setup Buffers After CTS=0, global-route wire length before repair=162 mm, XOR/XNOR Fraction of Synth Area=0.115, vias per cell=5.69, final worst path period share=0.489, Yosys top cell area share=0.165, Die Ht=281 um, Final HPWL DP=103 mm, worst path bufs/invs=3, setup violators final=0, CP Class=in2out, fillers=7,343, biggest area cells=ha_1 17%, a21oi_1 12%, nand2_1 7.8%, o21ai_0 6.8%, xnor2_1 6.6%, Routed Wire Length=113 mm, Rel. slew slack=0.392, number of top-level pins=695, Hold-fix buffers, CTS=0, Synth logic family=AND-OR/OR-AND gates, antenna-violating nets left=0, most common cell in the synthesized netlist=a21oi_1, Power per Cell Area=12.3 nW/um^2, die width=281 um, layout cells sized above 1=0.0206, Synth Area in Adders=0.166, crit-path max cell delay=0.68 ns, peak supply drop=0.00000591 V, CP arrival=18.57 ns, yosys simple share=0.271, Fmax=31.8 MHz, CP cell instances=clkdlybuf4s50_1, ha_1, inv_1, fa_1, nand2b_1, a21oi_1, o21a_1, o211a_1, o21ai_1, a311o_1, a211oi_1, nor2_1, o21ai_1, a31oi_1, o21ai_0, xor2_1, clkdlybuf4s50_1, Synth-to-Final Area Change=43.7%, chip area=79,000 um^2, slowest CP cell=o21ai_1, placed cells=4,265, Hold Path Stages=3, yosys synthesis chip area=17,400 um^2, Non-Filler Instances=4,269, Critical Path RT=51.36 ns, post-synth cell types=82, Startpoint Class=primary input, synthesized instance count=2,820, Slew @ Worst Pin=0.906 ns, crit-path max FO=5, Syn Std Cell Area=17,400 um^2, CLK BUF=0, initial antenna violation count=11, WP depth=17, Iter 0 DRT Violations=1,726, # Cells Yosys=2,820, Starting Density=0.259, FF/Latch Area=0 um^2, Max Cap Viol=0, pre-CTS WS=32.83 ns, cell type with the largest total area=ha_1, number of global-route vias before repair=23,600, Resized cells post-CTS=0, # DRC=0, final worst slack=32.79 ns, aoi share=0.402, drt pass-1 iters=6, count of buffers from port buffering=693, area fraction in mux cells=0.000574, Tmin final=31.41 ns, RSZ-0062 raised after global routing=false, GRT Total Usage=0.276, Mean Syn Cell Area=6.18 um^2, total power after layout=0.309 mW, GRT overflow=0, status=complete, no violations, largest net degree at the start of global routing=14, vias=24,300, Final Hold Fails=0, flop count=0, HP Start=A[0], hold crit path type=in2out, Max Slew Vio Count=0, Synth Warn #=1
-- power by group --
group / leakage, nW / switching [mW] / internal [mW]
clock: 0.0000254 / 0 / 0.00000000839
sequential: 0 / 0 / 0
combinational: 9.54 / 0.162 / 0.147
total: 9.54 / 0.162 / 0.147
-- metal layers --
metal / GRT usage / wire (um) / vias to the layer above
met5: 0 / 46 / -
met4: 0.0451 / 2110 / 8
met3: 0.0595 / 9460 / 90
met2: 0.460 / 53000 / 1052
met1: 0.365 / 48800 / 11500
li1: - / - / 11600
-- how the worst max path moves through the flow --
stage / startpoint / end / slack (ns)
5_1_grt: B[0] / S[158] / 32.64
6_report: B[0] / S[222] / 32.79
4_1_cts: B[0] / S[158] / 32.80
-- cell type report --
type / instances / area [um^2] / area share
well taps: 873 / 1090 / 0.0436
repair buffers: 708 / 7050 / 0.281
inverters: 67 / 251 / 0.0100
multi-input cells: 2617 / 16600 / 0.664
diodes: 4 / 10.0 / 0.000400
-- per-stage QoR --
step / area (um^2) / hold WS [ns]
after floorplan: 17400 / 25.75
after global placement: 25000 / 26.73
after detailed placement: 25000 / 26.73
after CTS: 25000 / 26.74
after global routing: 25000 / 26.75
final: 25000 / 26.73
-- logic make-up after synthesis --
family,count (synthesis)
simple gates,1027
mux,1
xor+xnor,228
fa+ha+maj,231
compound gates,1130
buf+inv,203
-- cells in the final DEF, fill, tap and decap left out, drive strengths merged, types with 7 or more instances in the layout --
cell / synthesis / final
a2111oi: 7 / 7
a211oi: 22 / 22
a21boi: 20 / 20
a21o: 119 / 119
a21oi: 417 / 417
a221oi: 8 / 8
a31oi: 36 / 36
and2: 10 / 10
and3: 15 / 15
buf: 23 / 15
clkdlybuf4s50: 0 / 693
ha: 230 / 230
inv: 67 / 67
nand2: 362 / 362
nand2b: 14 / 14
nand3: 37 / 37
nand4: 129 / 129
nor2: 295 / 295
nor2b: 13 / 13
nor3: 67 / 67
nor4: 28 / 28
o2111ai: 7 / 7
o211ai: 18 / 18
o21a: 44 / 44
o21ai: 265 / 265
o21bai: 76 / 76
o221ai: 9 / 9
o31ai: 23 / 23
or2: 24 / 24
or3: 16 / 16
xnor2: 132 / 132
xor2: 96 / 96
Power figures rest on the tool's default switching activity, not on a simulated workload.
